===== flow/config.mk =====
export PLATFORM = sky130hd
export DESIGN_NAME = controller
export DESIGN_NICKNAME = controller
export VERILOG_FILES = /design/flow/design.v
export SDC_FILE = /design/flow/constraint.sdc
export NUM_CORES = 4
export LEC_CHECK = 1
export CORE_AREA = 10 10 80 80
export DIE_AREA = 0 0 90 90

===== flow/constraint.sdc =====
current_design controller

set clk_period 1.8
set clk_io_pct 0.2

create_clock -name clk0 -period $clk_period [get_ports {CLK}]

set non_clock_inputs [all_inputs -no_clocks]
set_input_delay [expr $clk_period * $clk_io_pct] -clock clk0 $non_clock_inputs
set_output_delay [expr $clk_period * $clk_io_pct] -clock clk0 [all_outputs]

===== flow/design.v =====
module controller(
	input wire z1,
	input wire c1,
	input wire CLK,
	input wire CLB,
	input wire [3:0] Opcode,
	output reg LoadIR,
	output reg IncPC, 
	output reg SelPC,
	output reg LoadPC,
	output reg LoadReg,
	output reg LoadAcc,
	output reg [1:0] SelAcc,
	output reg [3:0] SelALU
);
reg [3:0] current_st, next_st;
parameter       ADD = 4'd0,
		SUB = 4'd1,
		NOR = 4'd2,
		MOVR = 4'd3,
		MOVA = 4'd4,
		JZrs = 4'd5,
		JZimm = 4'd6,
		JCrs = 4'd7,
		JCimm = 4'd8,
		SHL = 4'd9,
		SHR = 4'd10,
		LDimm = 4'd11,
		NOP = 4'd12,
		HALT = 4'd13,
		RESET = 4'd14;
always @(posedge CLK or negedge CLB) begin
	if (CLB == 1'b0) begin  
		current_st <= RESET;
	end
	else 
		current_st <= next_st;
end
always @(*) begin 
if (current_st == RESET)
begin
	case (Opcode)
		4'b0001:begin
			next_st <= ADD;
			end
		4'b0010:begin
			next_st <= SUB;
			end
		4'b0011:begin
			next_st <= NOR;
			end
		4'b0100:begin
			next_st <= MOVR;
			end
		4'b0101:begin
			next_st <= MOVA;
			end
		4'b0110:begin
			next_st <= JZrs;
			end
		4'b0111:begin
			next_st <= JZimm;
			end
		4'b1000:begin
			next_st <= JCrs;
			end
		4'b1010:begin
			next_st <= JCimm;
			end
		4'b1011:begin
			next_st <= SHL;
			end
		4'b1100:begin
			next_st <= SHR;
			end
		4'b1101:begin
			next_st <= LDimm;
			end
		4'b0000:begin
			next_st <= NOP;
			end
		4'b1111:begin
			next_st <= HALT;
			end
		default:begin
			next_st <= RESET;
			end
	endcase
end
else next_st <= RESET;
end
always @(*) begin
	case (current_st)
		ADD:begin  
			LoadIR <= 1'b0;
			IncPC <= 1'b1;  
			SelPC <= 1'b0;
			LoadPC <= 1'b0;
			LoadReg <= 1'b0;
			SelAcc <= 2'b00;  
			SelALU <= 4'b1000;
			LoadAcc <= 1'b1;
		end
		SUB:begin  
			LoadIR <= 1'b0;
			IncPC <= 1'b1;  
			SelPC <= 1'b0;
			LoadPC <= 1'b0;
			LoadReg <= 1'b0;
			SelAcc <= 2'b00;  
			SelALU <= 4'b1100;
			LoadAcc <= 1'b1;
		end
		NOR:begin  
			LoadIR <= 1'b0;
			IncPC <= 1'b1;  
			SelPC <= 1'b0;
			LoadPC <= 1'b0;
			LoadReg <= 1'b0;
			SelAcc <= 2'b10;  
			SelALU <= 4'b0100;
			LoadAcc <= 1'b1;
		end
		MOVR:begin  
			LoadIR <= 1'b0;
			IncPC <= 1'b1;  
			SelPC <= 1'b0;
			LoadPC <= 1'b0;
			LoadReg <= 1'b0;
			SelAcc <= 2'b10;  
			SelALU <= 4'b0000;
			LoadAcc <= 1'b1;
		end
		MOVA:begin  
			LoadIR <= 1'b0;
			IncPC <= 1'b1;  
			SelPC <= 1'b0;
			LoadPC <= 1'b0;
			LoadReg <= 1'b1;  
			SelAcc <= 2'b00;  
			SelALU <= 4'b0010;  
			LoadAcc <= 1'b0;  
		end
		JZrs:begin  
			if(z1) begin  
				LoadIR <= 1'b0;
				IncPC <= 1'b0;  
				SelPC <= 1'b1;  
				LoadPC <= 1'b1;
				LoadReg <= 1'b0;
				SelAcc <= 2'b00;  
				SelALU <= 4'b0010; 
				LoadAcc <= 1'b0;  
			end
			else begin
				LoadIR <= 1'b0;
				IncPC <= 1'b1;  
				SelPC <= 1'b0;  
				LoadPC <= 1'b0;
				LoadReg <= 1'b0;
				SelAcc <= 2'b00;  
				SelALU <= 4'b0000; 
				LoadAcc <= 1'b0;  
			end
		end
		JZimm:begin  
			if(z1) begin  
				LoadIR <= 1'b0;
				IncPC <= 1'b0;  
				SelPC <= 1'b0;  
				LoadPC <= 1'b1;
				LoadReg <= 1'b0;
				SelAcc <= 2'b00;  
				SelALU <= 4'b0010; 
				LoadAcc <= 1'b0;  
			end
			else begin
				LoadIR <= 1'b0;
				IncPC <= 1'b1;  
				SelPC <= 1'b0;  
				LoadPC <= 1'b0;
				LoadReg <= 1'b0;
				SelAcc <= 2'b00;  
				SelALU <= 4'b0000; 
				LoadAcc <= 1'b0;  
			end
		end
		JCrs:begin  
			if(c1) begin  
				LoadIR <= 1'b0;
				IncPC <= 1'b0;  
				SelPC <= 1'b1;  
				LoadPC <= 1'b1;
				LoadReg <= 1'b0;
				SelAcc <= 2'b00;  
				SelALU <= 4'b0010; 
				LoadAcc <= 1'b0;  
			end
			else begin
				LoadIR <= 1'b0;
				IncPC <= 1'b1;  
				SelPC <= 1'b0;  
				LoadPC <= 1'b0;
				LoadReg <= 1'b0;
				SelAcc <= 2'b00;  
				SelALU <= 4'b0000; 
				LoadAcc <= 1'b0;  
			end
		end
		JCimm:begin  
			if(c1) begin  
				LoadIR <= 1'b0;
				IncPC <= 1'b0;  
				SelPC <= 1'b0;  
				LoadPC <= 1'b1;
				LoadReg <= 1'b0;
				SelAcc <= 2'b00;  
				SelALU <= 4'b0010; 
				LoadAcc <= 1'b0;  
			end
			else begin
				LoadIR <= 1'b0;
				IncPC <= 1'b1;  
				SelPC <= 1'b0;  
				LoadPC <= 1'b0;
				LoadReg <= 1'b0;
				SelAcc <= 2'b00;  
				SelALU <= 4'b0000; 
				LoadAcc <= 1'b0;  
			end
		end
		SHL:begin  
			LoadIR <= 1'b0;
			IncPC <= 1'b1;  
			SelPC <= 1'b0;
			LoadPC <= 1'b0;
			LoadReg <= 1'b0;
			SelAcc <= 2'b00;  
			SelALU <= 4'b0001;  
			LoadAcc <= 1'b1;
		end
		SHR:begin  
			LoadIR <= 1'b0;
			IncPC <= 1'b1;  
			SelPC <= 1'b0;
			LoadPC <= 1'b0;
			LoadReg <= 1'b0;
			SelAcc <= 2'b00;  
			SelALU <= 4'b0011;  
			LoadAcc <= 1'b1;
		end
		LDimm:begin  
			LoadIR <= 1'b0;
			IncPC <= 1'b1;  
			SelPC <= 1'b0;
			LoadPC <= 1'b0;
			LoadReg <= 1'b0;
			SelAcc <= 2'b11;  
			LoadAcc <= 1'b1;
		end		
		NOP:begin  
			LoadIR <= 1'b0;
			IncPC <= 1'b1;  
			SelPC <= 1'b0;
			LoadPC <= 1'b0;
			LoadReg <= 1'b0;
			LoadAcc <= 1'b0;
		end	
		HALT:begin  
			LoadIR <= 1'b0;
			IncPC <= 1'b0; 
			SelPC <= 1'b0;
			LoadPC <= 1'b0;
			LoadReg <= 1'b0;
			LoadAcc <= 1'b0;
		end	
		RESET:begin  
			LoadIR <= 1'b1; 
			IncPC <= 1'b0; 
			SelPC <= 1'b0;
			LoadPC <= 1'b0;
			LoadReg <= 1'b0; 
			SelAcc <= 2'b00; 
			SelALU <= 4'b0000; 
			LoadAcc <= 1'b0;
		end
		default:begin
			LoadIR <= 1'b1; 
			IncPC <= 1'b0; 
			SelPC <= 1'b0;
			LoadPC <= 1'b0;
			LoadReg <= 1'b0; 
			SelAcc <= 2'b00; 
			SelALU <= 4'b0000; 
			LoadAcc <= 1'b0;
		end
	endcase
end
endmodule

===== flow/run.sh =====
#!/bin/bash
# OpenROAD 26Q1-2900-gdf79404cd8, Yosys 0.63+post, stock flow scripts
make -C /OpenROAD-flow-scripts/flow DESIGN_CONFIG=/design/flow/config.mk WORK_HOME=/design/flow/orfs finish

==> changes_impl.md <==
### Changed

- Yosys warning tally: 1
- Post-Route M1 WL: 903 um
- Hold Violations, Final: 0
- Worst Tran Pin Value: 304 ps
- Minimum hold slack: 335 ps
- Sum of met3 wire segment lengths after detailed routing: 56 um
- Number of unconstrained endpoints: 12
- Shortest period the worst path allows: 1810 ps
- CTS tree: built
- Antenna violations before repair: 0
- Pin count of the biggest net entering global routing: 12
- Arrival @ worst endpoint: 1450 ps
- Post-synthesis instance area: 611 um2
- Count of input and output buffers: 19
- Fill cells: 509
- IR drop worst, VDD: 0.307 mV
- Summed negative setup slack over all endpoints: -9.69 ps
- Mapped Cells: 75
- Init Core Util: 12.9%
- Outcome: complete, but fails checks
- Crit path max-delay cell type: dfstp_2
- Avg Cell Area, Syn: 8.14 um2
- Congestion Overflow GR: 0
- Kind of cell with the highest combined delay on the critical path: flip-flops
- Combinational Area: 409 um2
- Die width: 90 um
- Final cell area excluding filler cells: 1150 um2
- Overall track demand over capacity in global routing: 3.84%
- Number of buffer and inverter stages on the critical path: 3
- Wire length of the first global-routing pass: 2.79 mm
- Classification of the worst-slack hold path: in2async
- Max Slew Vio Count: 0
- WL final: 1.68 mm
- Count of antenna diodes in the layout: 0
- Post-CTS clock slew at the launch and capture registers of the worst setup and hold paths: 30 ps
- Routed via count: 657
- Number of placement rows: 25
- Detail Route Antenna Nets: 0
- Number of buffers on the longest clock path: 2
- CTS H-tree depth: 1
- Failing checks: negative setup slack
- Stage-log warning count: 31
- Core footprint: 4720 um2
- Total leakage power: 0.553 nW
- List of cells traversed by the critical path: buf_6, buf_6, a32oi_1, o221a_2, buf_2
- Worst-case clock skew: 5.61 ps
- Synth cell types: 30
- Number of global-route vias before repair: 634
- Layout-stage area growth over the synthesis result: 88.9%
- DPL Wire Length: 1.28 mm
- Post-placement cell area: 1020 um2
- Sequential Area: 195 um2
- Cell at the root of the clock tree: clkbuf_8
- Insertion delay at the late pin of the worst-skew pair: 220 ps
- Highest metal layer with signal wires: met4
- DRC violations left: 0
- Clock buffers created by TritonCTS: 3
- Critical path required time: 1440 ps
- Number of violations of the max-capacitance limit: 0
- Post-layout worst setup margin: -9.69 ps
- Top cells by area: dlxtn_1, dfstp_2, ha_1
- Crit-path max cell delay: 580 ps
- Crit-path max FO: 4
- Summed standard-cell area reported by yosys: 611 um2
- Critical Path Start: current_st[1]
- # Cells Yosys: 75
- Worst R2R Start: current_st[1]
- Share of the synthesized area in the top cell type: 14.8%
- Relative slew margins: 79.7%
- DIE HEIGHT: 90 um
- Fmax: 553 MHz
- Full die area: 8100 um2
- Type of element launching the critical path: register
- RSZ-0062 raised after global routing: true
- Flop and latch count out of synthesis: 10
- Number of register pins that no clock reaches: 6
- Detailed Route Iter0 Violations: 9
- Detailed-routed wire length on met2: 666 um
- Cts-stage hold buffer count: 0
- Top-Level Pins: 20
- Cell seen most often among critical-path stages: buf_6
- Final critical-path share of the clock period: 101%
- Detailed-router iteration count before antenna repair: 3
- Routability-driven placement congestion ratio: 0.795
- Ratio of cells with drive above 1 in the final layout: 38.0%
- Type of the worst setup path: reg2out
- Via density per instance: 3.49
- Average wire per standard cell: 8.92 um
- Power Density: 1070 nW/um2
- Dominant cell type by area after synthesis: dlxtn_1
- Critical Path Sink Type: output port
- Setup-failing EPs final: 1
[final timing paths]
path,cells after the start,endpoint,slack (ps)
setup / recovery,5,IncPC,-10
hold / removal,1,current_st[0],330
setup reg to reg,5,current_st[0],310
hold reg to reg,2,current_st[0],640
max in group asynchronous,1,current_st[2],1230
min in group clk0,2,current_st[0],640
[power breakdown]
part | switching (W) | internal (W) | total (W)
Sequential | 0.0000493 | 0.000201 | 0.000251
Combinational | 0.000314 | 0.000465 | 0.000780
Clock | 0.0000487 | 0.000151 | 0.000200
[metal layers]
| metal | up-vias | track usage, % |
|---|---|---|
| met1 | 276 | 5.41 |
| met5 | - | 0 |
| li1 | 358 | - |
| met3 | 4 | 0.587 |
| met4 | 0 | 1.33 |
| met2 | 19 | 5.81 |
[cell families after synthesis]
logic type,synth area share (%)
muxes,3.28
and+or+nand+nor,26.6
DFF,17.0
xor gates and xnor gates,2.87
adders and majority gates,10.2
AOI/OAI and AO/OA,17.2
latches,14.8
buffers and inverters,7.99
[through the flow]
| stage | utilization [%] | setup WS [ps] | power [W] | std cells |
|---|---|---|---|---|
| floorplan | - | 340 | 0.000532 | 75 |
| global placement | 21.6 | -496 | 0.000902 | 178 |
| detailed placement | 21.6 | -515 | 0.000898 | 178 |
| CTS | 24.1 | -177 | 0.00120 | 188 |
| global route | 24.4 | -57.3 | 0.00134 | 188 |
| finish | 24.4 | -9.69 | 0.00123 | 188 |
[Yosys cell counts, drive strengths merged]
cell and count:
xnor2 1, o221a 1, nand2b 2, and3 1, dlxtn 6, a21oi 4, ha 5, nor3 3
dfstp 3, nor4 1, and2b 2, buf 5, nand2 8, nor4b 1, o211ai 3, a2111o 1
mux2i 2, nand3 4, nor2 3, or2 1, inv 5, dfrtp 1, xor2 1, nor2b 5
a32oi 1, a31oi 1, a2111oi 1, o21ai 2, o22ai 1
[placed cells by master, fill, tap and decap left out, drive strengths merged, types with 3 or more instances in the layout]
master | netlist | final
dlxtn | 6 | 6
buf | 5 | 29
ha | 5 | 5
dfstp | 3 | 3
nor2b | 5 | 5
o211ai | 3 | 3
clkbuf | 0 | 6
nor2 | 3 | 3
nand3 | 4 | 4
dlygate4sd2 | 0 | 4
nor3 | 3 | 3
inv | 5 | 5
clkdlybuf4s50 | 0 | 11
nand2 | 8 | 8
a21oi | 4 | 4
[state kept, by name (all words and copies together), names as in the netlist]
name and count:
SelAcc 2, SelALU 4, current_st 4
[final cells by class]
class | count | share of cell area [%]
clock buffer | 4 | 3.90
inverter | 5 | 1.63
multi-input combinational | 55 | 35.5
sequential | 10 | 16.9
tap | 67 | 7.27
timing repair buffer | 47 | 34.8
[what timing repair did]
action                                  CTS  global route
gates resized                            18            12
endpoints found under the setup margin    6             7
buffers inserted                          6             2
pin swaps                                 5             4
Power is estimated from default activity; no workload was simulated.
