==> /design/flow/run.sh <==
#!/bin/bash
# OpenROAD 26Q1-2900-gdf79404cd8, Yosys 0.63+post, stock flow scripts
make -C /OpenROAD-flow-scripts/flow DESIGN_CONFIG=/design/flow/config.mk WORK_HOME=/design/flow/orfs finish
==> /design/flow/config.mk <==
export PLATFORM = sky130hd
export DESIGN_NAME = ALU
export DESIGN_NICKNAME = ALU
export VERILOG_FILES = /design/flow/design.v
export SDC_FILE = /design/flow/constraint.sdc
export NUM_CORES = 4
export LEC_CHECK = 1
export CORE_AREA = 10 10 77 77
export DIE_AREA = 0 0 87 87
==> /design/flow/constraint.sdc <==
current_design ALU

set clk_period 6.9
set clk_io_pct 0.2

create_clock -name clk0 -period $clk_period

set non_clock_inputs [all_inputs -no_clocks]
set_input_delay [expr $clk_period * $clk_io_pct] -clock clk0 $non_clock_inputs
set_output_delay [expr $clk_period * $clk_io_pct] -clock clk0 [all_outputs]
==> /design/flow/design.v <==
module ALU 
( a,
  b,
  ALU_sel,
  load_shift,
  result,
  cout,
  zout
);
 input [7:0] a;
 input [7:0] b;
 input [1:0] ALU_sel;
 input [1:0] load_shift;
 output [7:0] result;
 output cout;
 output zout;
wire [7:0] a;
wire [7:0] b;
wire [1:0] ALU_sel;
wire [1:0] load_shift;
wire [7:0] result;
reg cout;
reg zout;
reg [8:0]r;
assign result = r[7:0]; 
assign cout = r[8]; 
assign zout = (result == 0)?1:0;
parameter ADD = 2'b10,
	  SUB = 2'b11,
	  NOR = 2'b01,
	  NUL = 2'b00,
	  SHL = 2'b01,
	  SHR = 2'b11,
	  LD  = 2'b10,
	  RST = 2'b00;
always @(a or b or ALU_sel or load_shift) begin
	case(ALU_sel) 
		ADD: begin
			r = a + b;
		end
		SUB: begin
			r = a - b;
		end
		NOR: begin
			r[7:0] = ~(a | b);
			r[8] = 0;
		end
		NUL: begin
			case (load_shift)
				SHL: begin
					r[7:0] <= a << 1;
					r[8]<=0;
				end
				SHR: begin
					r <= a >> 1;
				end
				LD: begin
					r <= a;
				end
				RST: begin
					r <= 0;
				end
				endcase
			end
		default: begin
			r = 0;
		end
		endcase
end
endmodule
==> impl_metrics.tcl <==
# metrics dict for downstream scripts
set metrics [dict create \
    clock_buffers 0 \
    top_cells_by_area "ha_1, inv_1, buf_6" \
    fin_crit_sh_pct 86.0 \
    netlist_area_um2 1230 \
    antenna_found_initial 0 \
    path_buffers 3 \
    status "complete, no violations" \
    tightest_slew_ps 545 \
    synth.distinct_cells 56 \
    fmax_mhz 168 \
    place_congestion 0.881 \
    finalSetupViolCount 0 \
    grt_overflow 0 \
    chipArea_um2 7570 \
    required_ps 5520 \
    crit_chain "clkdlybuf4s50_1 -> inv_1 -> ha_1 -> a21o_1 -> and4_1 -> o311a_1 -> a211oi_1 -> o22ai_1 -> xor2_1 -> a2111oi_2 -> clkdlybuf4s50_1" \
    drt_iter0_drc 84 \
    placementRows 24 \
    final_area_um2 1530 \
    num_antenna_cells 0 \
    finalHoldViolCount 0 \
    layout.cells.most_common "clkdlybuf4s50_1" \
    ys_chip_area_um2 1230 \
    critPathMaxFanout 6 \
    critPathMaxStageDelay_ps 630 \
    maxCapViolCount 0 \
    dr.pass1.iters 4 \
    grt_pass1_wl_um 5410 \
    die_h_um 87 \
    drive_gt1_share_pct 8.33 \
    min_path_type "in -> out" \
    fp_util_pct 28.3 \
    final_antenna_net_count 0 \
    rsz0062_at_grt "no" \
    crit_type "in -> out" \
    setup_tns_ps 0 \
    dpl-instance-area_um2 1530 \
    io_pins 30 \
    cts_hold_buf 0 \
    grtUsageTotal_pct 8.43 \
    grt_pass1_vias 1192 \
    port_buffers 30 \
    startpoint_type "primary input" \
    finalMaxSlewViolations 0 \
    power.density_nw_per_um2 70.8 \
    vias_per_cell 5.17 \
    cts_resized 0 \
    post_cts_buffers 0 \
    seqCellArea_um2 0 \
    vdd_drop_max_mv 0.0162 \
    worstPathArrival_ps 4560 \
    yosysWarnings 3 \
    wl_per_cell_um 14.0 \
    min_period_ps 5940 \
    cpMaxStageDelayCell "clkdlybuf4s50_1" \
    die_width_um 87 \
    drt-total-wl_um 3250 \
    ys_cells 157 \
    cp_top_family "buffers and inverters" \
    core_um2 4350 \
    synth.avg_cell_area_um2 7.86 \
    dpl.hpwl_um 2780 \
    syn_inst 157 \
    drc_errors 0 \
    numSequentialCells 0 \
    synth.top_cell.area_share_pct 24.3 \
    syn2layout_area_growth_pct 23.8 \
    layout_top_cells "clkdlybuf4s50_1, ha_1, inv_1" \
    leakagePower_uw 0.000714 \
    top_area_cell "ha_1" \
    grt_max_degree 16 \
    ys_seq_share_pct 0 \
    cpMostUsedCell "clkdlybuf4s50_1" \
    crit_path_end_kind "primary output" \
    tool_warnings 48 \
    relSlewSlack_pct 63.5 \
    via_count 1200 \
]
==> synthesized netlist by cell type, drive strengths merged (4+ instances only) <==
library cell / instances
mux2i: 4
nor2: 7
a21oi: 8
inv: 24
ha: 24
buf: 4
o211ai: 4
nand2: 12
a21o: 4
nand3: 4
o21ai: 7
==> metal layers <==
metal,routed length (um),up-vias,GRT usage [%]
met5,0,-,0
met4,28,0,0.736
met3,173,3,1.32
met2,1540,29,14.1
met1,1510,546,11.5
li1,-,622,-
==> through the flow <==
step                power [uW]  util, %  setup slack (ps)  instances  hold WS, ps
floorplan                 67.0        -              2360        157         2950
global placement           109     35.1               941        232         4020
detailed placement         109     35.1               944        232         4020
CTS                        109     35.1               942        232         4020
global route               121     35.1               794        232         4060
finish                     108     35.1               963        232         4000
==> power by group <==
group / switching [uW] / internal (uW)
clock: 0 / 0
combinational: 53.3 / 54.9
sequential: 0 / 0
==> cell type report <==
class                           count  area [um^2]
Fill cell                         455         2830
Inverter                           24         90.1
Multi-Input combinational cell    125         1060
Tap cell                           52         65.1
Timing Repair Buffer               31          308
==> worst paths after layout <==
path / start / to / cells past startpoint
max: a[1] / zout / 11
min: b[0] / result[0] / 5
==> kinds of logic after synthesis <==
kind of cell / count (synthesis) / synth area share, %
adder cells (fa/ha/maj): 26 / 27.6
AND-OR/OR-AND: 54 / 35.2
buffers and inverters: 32 / 13.7
AND/OR/NAND/NOR: 35 / 15.4
XOR/XNOR: 3 / 2.13
multiplexers: 7 / 5.98
No activity file was given, so power comes from the tool's default toggle rates.
